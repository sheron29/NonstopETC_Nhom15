==> design/flow/design.v <==
module controller (
	input clk,    
	input reset_n,  
	input sensor1,
	input sensor2,
	input sensor3,
	input [1:0] valid_Epass,
	input enable,
	output reg       init       ,
	output reg       up         ,
	output reg       down       ,
	output reg       en         ,
	output reg       dis        );
localparam START      = 2'b00, 
		   COUNT_TIME = 2'b01,
		   CALC       = 2'b10;
localparam IDLE       = 2'b00,
           WAIT_EN    = 2'b01,
           WAIT_DIS   = 2'b10;
reg       reg_sensor3                  ; 
reg [1:0] next_state, current_state    ;
reg [1:0] next_state_f, current_state_f;
wire [1:0] car1, car2, car3;
count_car count_car_DUT(
	.clk    (clk    ),
	.reset_n(reset_n),
	.sensor1(sensor1),
	.sensor2(sensor2),
	.sensor3(sensor3),
	.car1   (car1   ),
	.car2   (car2   ),
	.car3   (car3   ));
always @(posedge clk or negedge reset_n) begin
	if(~reset_n) begin
		current_state <= START; 
	end else begin
		current_state <= next_state; 
	end
end
always @(posedge clk or negedge reset_n) begin
	if(~reset_n) begin
		reg_sensor3 <= 0;
	end else begin
		reg_sensor3 <= sensor3;
	end
end
always @(*) begin
	init = 0;
	up = 0; 
	en = 0; 
	dis = 0; 
	down = 0; 
	next_state = current_state;
	case (current_state)
		START: begin 
			init = 1;
			if ( sensor1 & (car1 != car2)) begin
				next_state = COUNT_TIME;
			end
		end
		COUNT_TIME: begin 
			if (sensor2) begin
				next_state = CALC;
			end  
		end
		CALC: begin  
			if (valid_Epass == 2'b00 || valid_Epass == 2'b11) begin
				next_state = CALC;
			end
			else begin
				if (valid_Epass == 2'b10) begin
					up <= 1'b1;
					next_state = START;
				end
				else if (valid_Epass == 2'b01) begin 
					dis <= 1'b1;
				end
				if (enable) begin
					next_state = START;
				end
			end
		end
	endcase
	if ((reg_sensor3 & !sensor3) & (car2==car3)) begin
		down = 1;
	end
end
endmodule
module count_car (
	input            clk        ,    
	input            reset_n    ,  
	input            sensor1    ,
	input            sensor2    ,
	input            sensor3    ,
	output reg [1:0] car1       ,
	output reg [1:0] car2       ,
	output reg [1:0] car3);
	reg [1:0] next_state_c1, current_state_c1;
	reg [1:0] next_state_c2, current_state_c2;
	reg [1:0] next_state_c3, current_state_c3;
	reg inc1;
	reg inc2;
	reg inc3;
localparam HOLD       = 2'b00,
           INC        = 2'b01;
always @(posedge clk or negedge reset_n) begin
	if(~reset_n) begin
		current_state_c1 <= 0;
	end else begin
		current_state_c1 <= next_state_c1;
	end
end
always @(*) begin
	inc1 = 1'b0;
	next_state_c1 = current_state_c1;
	case (current_state_c1)
		HOLD: begin 
			if (sensor1) begin
				inc1 = 1'b1;
				next_state_c1 = INC;
			end else begin 
				next_state_c1 = current_state_c1;
			end
		end
		INC: begin 
			if (!sensor1) begin
				next_state_c1 = HOLD;
			end
		end
	endcase
end
always @(posedge clk or negedge reset_n) begin
	if(~reset_n) begin
		current_state_c2 <= 0;
	end else begin
		current_state_c2 <= next_state_c2;
	end
end
always @(*) begin
	inc2 = 1'b0;
	next_state_c2 = current_state_c2;
	case (current_state_c2)
		HOLD: begin 
			if (sensor2) begin
				inc2 = 1'b1;
				next_state_c2 = INC;
			end
		end
		INC: begin 
			if (!sensor2) begin
				next_state_c2 = HOLD;
			end
		end
	endcase
end
always @(posedge clk or negedge reset_n) begin
	if(~reset_n) begin
		current_state_c3 <= HOLD;
	end else begin
		current_state_c3 <= next_state_c3;
	end
end
always @(*) begin
	inc3 = 1'b0;
	next_state_c3 = current_state_c3;
	case (current_state_c3)
		HOLD: begin 
			if (sensor3) begin
				inc3 = 1'b1;
				next_state_c3 = INC;
			end
		end
		INC: begin 
			if (!sensor3) begin
				next_state_c3 = HOLD;
			end
		end
	endcase
end
always @(posedge clk or negedge reset_n) begin
	if(~reset_n) begin
		car1 <= 0;
	end else if (inc1) begin
		car1 <= car1+1;
	end
end
always @(posedge clk or negedge reset_n) begin
	if(~reset_n) begin
		car2 <= 0;
	end else if (inc2) begin
		car2 <= car2+1;
	end
end
always @(posedge clk or negedge reset_n) begin
	if(~reset_n) begin
		car3 <= 0;
	end else if (inc3) begin
		car3 <= car3+1;
	end
end
endmodule
module datapath (clk, reset_n, init, up, down, en, dis, en_barrier);
	input clk;    
	input reset_n;
	input init;
	input up;
	input down;
	input en;
	input dis;
	output reg en_barrier;
always @(posedge clk or negedge reset_n) begin
	if(~reset_n) begin
		en_barrier <= 0;
	end else begin
		if (up || en) begin
			en_barrier <= 1;
		end
		else if (dis || down) begin
			en_barrier <= 0;
		end
	end
end
endmodule
module non_stop_ETC (clk, reset_n,sensor1,sensor2, sensor3, valid_Epass, enable, barrier);
	input                     clk        ;
	input                     reset_n    ;
	input                     sensor1    ;
	input                     sensor2    ;
	input                     sensor3    ;
	input        [1:0]        valid_Epass;
	input                     enable     ;
	output                    barrier    ;
	wire init;
	wire up;
	wire down;
	wire en;
	wire dis;
	wire en_barrier;
controller controller_DUT (
	.clk        (clk        ),
	.reset_n    (reset_n    ),
	.sensor1    (sensor1    ),
	.sensor2    (sensor2    ),
	.sensor3    (sensor3    ),
	.valid_Epass(valid_Epass),
	.enable     (enable     ),
	.init       (init       ),
	.up         (up         ),
	.down       (down       ),
	.en         (en         ),
	.dis        (dis        ));
datapath datapath_DUT(
	.clk        (clk        ),
	.reset_n    (reset_n    ),
	.init       (init       ),
	.up         (up         ),
	.down       (down       ),
	.en         (en         ),
	.dis        (dis        ),
	.en_barrier (en_barrier));
assign barrier = enable ? 1'b1 : en_barrier;
endmodule
==> design/flow/run.sh <==
#!/bin/bash
# OpenROAD 26Q1-2900-gdf79404cd8, Yosys 0.63+post, stock flow scripts
make -C /OpenROAD-flow-scripts/flow DESIGN_CONFIG=/design/flow/config.mk WORK_HOME=/design/flow/orfs finish
==> design/flow/config.mk <==
export PLATFORM = sky130hd
export DESIGN_NAME = non_stop_ETC
export DESIGN_NICKNAME = non_stop_ETC
export VERILOG_FILES = /design/flow/design.v
export SDC_FILE = /design/flow/constraint.sdc
export NUM_CORES = 4
export LEC_CHECK = 1
export CORE_AREA = 10 10 86 86
export DIE_AREA = 0 0 96 96
==> design/flow/constraint.sdc <==
current_design non_stop_ETC

set clk_period 1.2
set clk_io_pct 0.2

create_clock -name clk0 -period $clk_period [get_ports {clk}]

set non_clock_inputs [all_inputs -no_clocks]
set_input_delay [expr $clk_period * $clk_io_pct] -clock clk0 $non_clock_inputs
set_output_delay [expr $clk_period * $clk_io_pct] -clock clk0 [all_outputs]
==> impl_metrics.tcl <==
# metrics dict for downstream scripts
set metrics [dict create \
    adder_share 0.0628 \
    path_cells "or2_4 -> buf_6" \
    clkPwrFrac 0.259 \
    netlist_area_um2 598 \
    gr-total-overflow 0 \
    hold_path_class "in -> async" \
    initial_core_util 0.108 \
    die-width_um 96 \
    xor_share 0.146 \
    rows 27 \
    drcViolationCount 0 \
    irDropWorstVdd_v 0.000494 \
    switching_share 0.275 \
    vias_per_cell 2.72 \
    cts_tree "yes" \
    crit_fanout 2 \
    die_h_um 96 \
    reg2regPathDepth 3 \
    rr_startpoint "controller_DUT.count_car_DUT.car2[0]" \
    boundaryPins 9 \
    area_delta_synth_final_pct 43.3 \
    rsz0062_at_grt "true" \
    seq_area_frac_synth 0.594 \
    ys_chip_area_um2 598 \
    setup_violations 0 \
    crit_slowest_cell "dfrtp_1" \
    worstPathArrival_ns 0.94 \
    die_area_um2 9220 \
    htreeDepth 1 \
    design_power_total_w 0.00139 \
    cts_setup_buffers 0 \
    vias 378 \
    timing.hold.ws_ns 0.310 \
    cellLeakagePower_nw 0.377 \
    status "finished clean" \
    portBuffers 8 \
    n_antenna_cell 0 \
    utilization 0.155 \
    end_kind "output port" \
    place.gp.congestion 0.728 \
    cellInternalPower_w 0.00101 \
    netlist_instances 51 \
    drt-initial-drc-count 13 \
    required_ns 0.96 \
    ff_type "dfrtp_1" \
    clock-sinks 14 \
    hold_viol_final 0 \
    cp_slowest_stage_delay_ns 0.37 \
    fin_crit_sh 0.982 \
    synth-seq-cells 14 \
    finalClockSkew_ns 0.00391 \
    ys_cells 51 \
    p_per_area_nw_per_um2 1620 \
    enable_flop_cells 0 \
    cp-start-kind "register" \
    dp_hpwl_um 789 \
    slew_headroom 0.874 \
    clock_path_buffers 2 \
    track_usage 0.0241 \
    critical_path_class "reg -> out" \
    ys_top_logic_family "XOR/XNOR gates" \
    root_buffer "clkbuf_8" \
    grt_max_degree 15 \
    wl_per_cell_um 7.32 \
    finalNonFillerCells 139 \
    postSynthAreaPerCell_um2 11.7 \
    drt-total-wl_um 1020 \
    max_freq_mhz 848 \
    cts_inserted_buffers 3 \
    nFillCells 621 \
    synth.distinct_cells 16 \
    comb_power_share 0.226 \
    r2r_end "datapath_DUT.en_barrier" \
    tns_ns 0 \
    synth.area.mux_share 0 \
    placed_cells 136 \
    grt_pass1_wl_um 1720 \
    cts_hold_buf 0 \
    synthArstFlopShare 1.00 \
    clock_latency_ns 0.24 \
    ant_nets 0 \
    clk_pin_slew_ns 0.05 \
    drive_gt1_frac 0.224 \
    antenna_found_initial 0 \
    first_pass_iters 2 \
    switching_power_w 0.000381 \
    first_global_vias 391 \
    coreArea_um2 5540 \
    simple_gate_area_frac 0.0962 \
    worstMarginPinSlew_ns 0.188 \
    cap_violations 0 \
    seq_power_share 0.515 \
    yosys.area_share.aoi 0.0628 \
    tool_warnings 28 \
    finalCriticalPeriod_ns 1.18 \
    yosys_warnings 3 \
    rrSetupSlack_ns 0.14 \
    slew_violations 0 \
]
Yosys cell counts (2+ instances only):
cell type	count	area (um2)
dfrtp_1	10	250
dfstp_2	4	105
ha_1	3	37.5
inv_1	6	22.5
nand2_1	6	22.5
nand3_1	3	15.0
nor2_1	2	7.51
xnor2_1	8	70.1
xor2_1	2	17.5
worst max-delay path by stage:
| stage | startpoint | to | slack (ns) | cells after the start |
|---|---|---|---|---|
| CTS | datapath_DUT.en_barrier | barrier | 0.01 | 2 |
| global route | datapath_DUT.en_barrier | barrier | -0.007 | 2 |
| finish | datapath_DUT.en_barrier | barrier | 0.02 | 2 |
cell usage in the layout, fill, tap and decap left out:
| cell type | count |
|---|---|
| a32o_1 | 1 |
| dlygate4sd2_1 | 1 |
| a22o_1 | 1 |
| dfrtp_1 | 10 |
| nand2_1 | 6 |
| buf_6 | 1 |
| nor2_2 | 1 |
| clkbuf_8 | 3 |
| nand4_1 | 1 |
| ha_1 | 3 |
| or2_4 | 1 |
| nor2_1 | 1 |
| nand3_1 | 3 |
| buf_4 | 5 |
| dlymetal6s2s_1 | 2 |
| inv_1 | 6 |
| dfstp_2 | 4 |
| o21ai_1 | 2 |
| o2bb2ai_1 | 1 |
| xor2_1 | 2 |
| xnor2_1 | 8 |
| clkdlybuf4s50_1 | 4 |
metrics by stage:
stage,setup WS [ns],area [um2]
5_1_grt,-0.00678,857
3_5_place_dp,-0.402,806
6_report,0.0213,857
3_3_place_gp,-0.392,806
2_1_floorplan,0.197,598
4_1_cts,0.0134,846
power by group through the flow:
stage	sequential, W	combinational [W]	clock [W]
CTS	0.000715	0.000316	0.000378
global route	0.000728	0.000348	0.000394
finish	0.000715	0.000313	0.000360
final cells by class:
class	instances	area (um2)	area share
sequential	14	355	0.415
multi-input combinational	31	225	0.263
timing repair buffer	13	123	0.143
tap	72	90.1	0.105
clock buffer	3	41.3	0.0482
inverter	6	22.5	0.0263
per-layer routing:
metal,share of wire,track usage,vias to the layer above
li1,-,-,194
met1,0.47,0.0284,174
met2,0.40,0.0348,10
met3,0.13,0.0189,0
met4,0,0.00369,0
met5,0,0,-
critical path, delay by kind of cell, from the launching register on:
family	cells	cell delay, ns
buffers and inverters	1	0.11
flip-flops	1	0.37
AND/OR/NAND/NOR	1	0.23
cells by family (layout without fill, tap and decap cells):
kind of cell / Yosys count / in the layout
buf+inv: 6 / 22
compound gates: 5 / 5
xor+xnor: 10 / 10
flops: 14 / 14
simple gates: 13 / 13
fa+ha+maj: 3 / 3
repair_timing:
action / in CTS / in global routing
hold endpoints to repair: 0 / 0
gates cloned: 0 / 0
pin swaps: 0 / 1
gates resized: 6 / 4
endpoints found under the setup margin: 2 / 3
state kept, by name, summed over array words and instances, names as in the netlist:
name	cells
datapath_DUT.en_barrier	1
controller_DUT.reg_sensor3	1
controller_DUT.count_car_DUT.car3	2
controller_DUT.count_car_DUT.car1	2
controller_DUT.count_car_DUT.current_state_c3	1
controller_DUT.count_car_DUT.current_state_c1	1
controller_DUT.count_car_DUT.current_state_c2	1
controller_DUT.count_car_DUT.car2	2
controller_DUT.current_state	3
No activity file was given, so power comes from the tool's default toggle rates.
